==> design.v <==
module abp_slave
(
 input          PCLK,
 input          Presetn,
 input [3:0]    Paddr,
 input          Psel,
 input          Penable,
 input          Pwrite,
 input [31:0]   Pwdata,
 output         Pready,
 output reg [31:0] Prdata 
);
reg [31:0]memory[15:0];
always @ (posedge PCLK , negedge Presetn)  
  begin
       if(!Presetn)
         memory[0] <= 32'b0 ;
       else
           begin
                if (Paddr ==4'b0 && Penable && Pwrite && Psel)
                   memory [0] <= Pwdata;
                else
                    memory [0] <= memory[0];  
           end
  end
always @ (posedge PCLK or negedge Presetn)  
  begin
       if(!Presetn)
         memory[1] <= 32'b0 ;
       else
           begin
                if (Paddr == 4'b0001 && Penable && Pwrite && Psel)
                   memory [1] <= Pwdata;
                else
                    memory [1] <= memory[1];  
           end
  end
always @ (posedge PCLK or negedge Presetn)  
  begin
       if(!Presetn)
         memory[2] <= 32'b0 ;
       else
           begin
                if (Paddr == 4'b0010 && Penable && Pwrite && Psel)
                   memory [2] <= Pwdata;
                else
                    memory [2] <= memory[2];  
           end
  end
always @ (posedge PCLK or negedge Presetn)  
  begin
       if(!Presetn)
         memory[3] <= 32'b0 ;
       else
           begin
                if (Paddr == 4'b0011 && Penable && Pwrite && Psel)
                   memory [3] <= Pwdata;
                else
                    memory [3] <= memory[1];  
           end
  end
always @ (posedge PCLK or negedge Presetn)  
  begin
       if(!Presetn)
         memory[4] <= 32'b0 ;
       else
           begin
                if (Paddr == 4'b0100 && Penable && Pwrite && Psel)
                   memory [4] <= Pwdata;
                else
                    memory [4] <= memory[4];  
           end
  end
always @ (posedge PCLK or negedge Presetn)  
  begin
       if(!Presetn)
         memory[5] <= 32'b0 ;
       else
           begin
                if (Paddr == 4'b0101 && Penable && Pwrite && Psel)
                   memory [5] <= Pwdata;
                else
                    memory [5] <= memory[5];  
           end
  end
always @ (posedge PCLK or negedge Presetn)  
  begin
       if(!Presetn)
         memory[6] <= 32'b0 ;
       else
           begin
                if (Paddr == 4'b0110 && Penable && Pwrite && Psel)
                   memory [6] <= Pwdata;
                else
                    memory [6] <= memory[6];  
           end
  end
always @ (posedge PCLK or negedge Presetn)  
  begin
       if(!Presetn)
         memory[7] <= 32'b0 ;
       else
           begin
                if (Paddr == 4'b0111 && Penable && Pwrite && Psel)
                   memory [7] <= Pwdata;
                else
                    memory [7] <= memory[7];  
           end
  end
always @ (posedge PCLK or negedge Presetn)  
  begin
       if(!Presetn)
         memory[8] <= 32'b0 ;
       else
           begin
                if (Paddr == 4'b1000 && Penable && Pwrite && Psel)
                   memory [8] <= Pwdata;
                else
                    memory [8] <= memory[8];  
           end
  end
always @ (posedge PCLK or negedge Presetn)  
  begin
       if(!Presetn)
         memory[9] <= 32'b0 ;
       else
           begin
                if (Paddr == 4'b1001 && Penable && Pwrite && Psel)
                   memory [9] <= Pwdata;
                else
                    memory [9] <= memory[9];  
           end
  end
always @ (posedge PCLK or negedge Presetn)  
  begin
       if(!Presetn)
         memory[10] <= 32'b0 ;
       else
           begin
                if (Paddr == 4'b1010 && Penable && Pwrite && Psel)
                   memory [10] <= Pwdata;
                else
                    memory [10] <= memory[10];  
           end
  end
always @ (posedge PCLK or negedge Presetn)  
  begin
       if(!Presetn)
         memory[11] <= 32'b0 ;
       else
           begin
                if (Paddr == 4'b1011 && Penable && Pwrite && Psel)
                   memory [11] <= Pwdata;
                else
                    memory [11] <= memory[11];  
           end
  end
always @ (posedge PCLK or negedge Presetn)  
  begin
       if(!Presetn)
         memory[12] <= 32'b0 ;
       else
           begin
                if (Paddr == 4'b1100 && Penable && Pwrite && Psel)
                   memory [12] <= Pwdata;
                else
                    memory [12] <= memory[12];  
           end
  end
always @ (posedge PCLK or negedge Presetn)  
  begin
       if(!Presetn)
         memory[13] <= 32'b0 ;
       else
           begin
                if (Paddr == 4'b1101 && Penable && Pwrite && Psel)
                   memory [13] <= Pwdata;
                else
                    memory [13] <= memory[13];  
           end
  end
always @ (posedge PCLK or negedge Presetn)  
  begin
       if(!Presetn)
         memory[14] <= 32'b0 ;
       else
           begin
                if (Paddr == 4'b1110 && Penable && Pwrite && Psel)
                   memory [14] <= Pwdata;
                else
                    memory [14] <= memory[14];  
           end
  end
always @ (posedge PCLK or negedge Presetn)  
  begin
       if(!Presetn)
         memory[15] <= 32'b0 ;
       else
           begin
                if (Paddr == 4'b1111 && Penable && Pwrite && Psel)
                   memory [15] <= Pwdata;
                else
                    memory [15] <= memory[15];  
           end
  end
always @ (posedge PCLK)
  begin
  if(!Presetn)
     Prdata <= 0;
  else
     begin
          if(Penable && (!Pwrite) && Psel)
             begin 
                  case (Paddr)
                  4'b0000 :Prdata <= memory [0];
                  4'b0001 :Prdata <= memory [1];
                  4'b0010 :Prdata <= memory [2];
                  4'b0011 :Prdata <= memory [3]; 
                  4'b0100 :Prdata <= memory [4];
                  4'b0101 :Prdata <= memory [5];
                  4'b0110 :Prdata <= memory [6];                  
                  4'b0111 :Prdata <= memory [7];
                  4'b1000 :Prdata <= memory [8];
                  4'b1001 :Prdata <= memory [9];
                  4'b1010 :Prdata <= memory [10];
                  4'b1011 :Prdata <= memory [11]; 
                  4'b1100 :Prdata <= memory [12];
                  4'b1101 :Prdata <= memory [13];
                  4'b1110 :Prdata <= memory [14];                  
                  4'b1111 :Prdata <= memory [15];
                  default : Prdata <= 32'b0;
                  endcase
             end 
            else
                Prdata <= 32'b0;
        end
     end
assign Pready = Penable & Psel;
  endmodule
==> run.sh <==
#!/bin/bash
# OpenROAD 26Q1-2900-gdf79404cd8, Yosys 0.63+post, stock flow scripts
make -C /OpenROAD-flow-scripts/flow DESIGN_CONFIG=/design/flow/config.mk WORK_HOME=/design/flow/orfs finish
==> config.mk <==
export PLATFORM = sky130hd
export DESIGN_NAME = abp_slave
export DESIGN_NICKNAME = abp_slave
export VERILOG_FILES = /design/flow/design.v
export SDC_FILE = /design/flow/constraint.sdc
export NUM_CORES = 4
export LEC_CHECK = 1
export CORE_UTILIZATION = 40
==> constraint.sdc <==
current_design abp_slave

set clk_period 1.7
set clk_io_pct 0.2

create_clock -name clk0 -period $clk_period [get_ports {PCLK}]

set non_clock_inputs [all_inputs -no_clocks]
set_input_delay [expr $clk_period * $clk_io_pct] -clock clk0 $non_clock_inputs
set_output_delay [expr $clk_period * $clk_io_pct] -clock clk0 [all_outputs]
==> Slide: Implementation Results <==
Run Summary

Run status
  – Status: finished, violations left
  – Failing checks: hold timing

Clock tree
  – H-tree Lvls: 2
  – Sink count of the clock tree: 544
  – Clock transition at the registers of the reported paths: 60 ps
  – Clock latency (worst-skew pair): 620 ps
  – TritonCTS buffer count: 56
  – Buffers from clock root to sink, at most: 3
  – TritonCTS clock tree: yes
  – Clock tree root buffer cell: sky130_fd_sc_hd__clkbuf_16

Final layout
  – Layout overhead on the synthesized area: 21.21%
  – Most common logic cells in the final layout: 512 x sky130_fd_sc_hd__dfrtp_1, 466 x sky130_fd_sc_hd__mux2_2, 114 x sky130_fd_sc_hd__buf_4, 59 x sky130_fd_sc_hd__buf_12, 58 x sky130_fd_sc_hd__a221oi_1
  – Most frequent standard cell in the layout excluding fill and tap cells: sky130_fd_sc_hd__dfrtp_1
  – Final design instance area without fill: 29,000 µm²
  – Fraction of final layout cells sized beyond drive strength 1: 42.44%

Routing
  – Detailed router's first-iteration violation count: 904
  – Via Count: 15,640
  – Wire length per cell after detailed routing: 24.70 µm
  – Via density: 5.812
  – Post-route antenna net violation count: 0
  – Detailed-route DRC error count: 0
  – Total antenna diodes in the routed design: 0
  – Total wire length after detailed routing: 66,470 µm
  – Number of optimization iterations in the first detailed-route pass: 6

Final timing
  – Fin Clk Skew: 25.76 ps
  – Transition time at the pin with the least slew margin: 701.7 ps
  – Setup-failing EPs final: 0
  – Peak Freq: 591.4 MHz
  – Final Max Tran Viols: 0
  – Final clock period utilization by the worst path: 99.46%
  – Final hold slack: -272.3 ps
  – Final count of hold timing violations: 49
  – Final critical delay including setup and external delays: 1691 ps
  – Setup repair after global routing missed its margin: true
  – Normalized max-slew margin: 53.22%

Global routing
  – Tot GR Track Use: 23.57%
  – Pin count of the biggest net entering global routing: 126
  – Number of antenna violations at the first check in global routing: 0
  – Via count of the first global-routing pass: 16,410
  – Residual overflow from global routing: 0
  – Global-route wire length before repair: 102,700 µm

Setup path
  – Number of cells on the worst reg-to-reg path: 3
  – WP data required: 2190 ps
  – Internal reg-to-reg setup slack: 260 ps
  – Critical register-to-register path endpoint: Prdata[15]
  – Classification of the worst setup path: input pin to register
  – Critical path data arrival time: 2180 ps
  – Startpoint of the worst register-to-register path: memory[5][15]
  – Type of destination of the critical path: register
  – Maximum net fanout on the critical path: 17
  – Kind of start point of the critical path: input pin

Placement
  – Input/output buffers: 73
  – Area post-placement: 27,120 µm²
  – DP HPWL: 42,310 µm
  – RePlAce Congestion: 0.8454

Power
  – Total power: 31,610 µW
  – Maximum VDD drop: 0.8862 mV
  – P per Cell Area: 1090 nW/µm²
  – Gate power share: 11.9%
  – Net switching component of the power: 7609 µW
  – Part of the power in registers: 48.5%
  – Clock Power Share: 39.6%
  – Internal power summed over all cells: 24,010 µW
  – LEAKAGE: 0.01312 µW
  – Sw frac: 24.07%

Yosys
  – Summed standard-cell area reported by yosys: 23,920 µm²
  – Part of the Yosys area used for sequential elements: 56.23%
  – Syn Inst Count: 1,736
  – Netlist cell types: 44
  – Post-synthesis register bit count: 544
  – Largest cells by area after synthesis: sky130_fd_sc_hd__dfrtp_1 54%, sky130_fd_sc_hd__mux2_2 23%, sky130_fd_sc_hd__dfxtp_1 2.7%, sky130_fd_sc_hd__a221oi_1 2.1%, sky130_fd_sc_hd__a22o_1 2.0%
  – Synthesized area per cell: 13.78 µm²
  – Share of the synthesized area in the top cell type: 53.55%
  – Post-synthesis cell type with the largest combined area: sky130_fd_sc_hd__dfrtp_1
  – Post-synthesis cell area: 23,920 µm²
  – Yosys warning total: 2
  – Count of instantiated cells in the yosys netlist: 1,736

Min path
  – Hold Crit Class: input pin to asynchronous set/reset pin

Job
  – Tool Warnings: 31
  – Maximum capacitance violations: 0

Floorplan
  – Horiz. Die Dim: 246.6 µm
  – I/O pin total: 74
  – Core box area: 59,020 µm²
  – Std cell rows: 89
  – Fp_density: 40.54%
  – Die area: 60,790 µm²
  – Chip height: 246.6 µm
cells in the mapped netlist (all sizes together):
library cell	instances
a211o	31
a211oi	1
a21oi	2
a221oi	58
a222oi	27
a22o	55
a22oi	42
a2bb2oi	28
a31oi	31
a32o	28
and2	5
and3b	1
buf	85
clkbuf	86
dfrtp	512
dfxtp	32
inv	3
mux2	513
mux2i	39
mux4	1
nand2	36
nand2b	2
nand3	1
nand3b	1
nand4b	2
nor2	46
nor2b	13
nor3	3
nor3b	1
nor4	1
o21ai	32
o22a	4
o22ai	4
o32ai	4
or3	3
or3b	3
stage by stage:
stage / TNS (ps) / util, % / worst slack [ps] / hold slack [ps] / cells
5_1_grt: -201.3 / 49.13 / -31.63 / -243.6 / 2691
3_5_place_dp: -345310 / 45.96 / -875.7 / 380.1 / 2585
4_1_cts: 0 / 49.14 / 18.47 / -269.4 / 2692
6_report: 0 / 49.13 / 9.168 / -272.3 / 2691
2_1_floorplan: -9848 / - / -119.7 / 44.41 / 1736
3_3_place_gp: -345490 / 45.96 / -884.7 / 375.2 / 2585
final cells by class:
cell class / count / area (µm²)
clock buffer: 89 / 1687
clock inverter: 17 / 197.7
inverter: 3 / 11.26
tap: 773 / 967.2
sequential: 544 / 13470
timing repair buffer: 247 / 2736
fill: 5021 / 30020
multi-input combinational: 1018 / 9928
how the worst max path moves through the flow:
stage	start	endpoint	cells past startpoint
4_1_cts	Paddr[0]	Prdata[15]	8
5_1_grt	Paddr[0]	memory[3][3]	6
6_report	Paddr[0]	memory[3][1]	6
registers in the layout, summed over array words and instances (netlist names):
register  flops
Prdata       32
memory      512
per-layer routing:
layer | wire length, µm | up-vias | GRT usage, %
met4 | 1959 | 0 | 5.537
li1 | - | 6850 | -
met5 | 0 | - | 0
met1 | 28590 | 8171 | 34.36
met3 | 4952 | 134 | 6.861
met2 | 30970 | 485 | 36.07
critical path, stage by stage:
cell,delay [ps]
sky130_fd_sc_hd__dlygate4sd2_1,410
sky130_fd_sc_hd__inv_1,120
sky130_fd_sc_hd__or3_4,450
sky130_fd_sc_hd__nor3_4,230
sky130_fd_sc_hd__buf_12,260
sky130_fd_sc_hd__mux2_2,360
logic make-up after synthesis:
| kind of cell | Yosys count | share of synthesized area (%) |
|---|---|---|
| mux | 553 | 25.87 |
| flops | 544 | 56.23 |
| compound gates | 347 | 11.87 |
| buf+inv | 174 | 3.504 |
| simple gates | 118 | 2.526 |
power by group through the flow:
stage         sequential, µW  clock (µW)  combinational [µW]
finish                 15300       12500                3760
CTS                    15300       12800                3800
global route           15500       13200                4100
repair_timing:
item / 4_1_cts / 5_1_grt
gates resized: 53 / 2
buffers inserted: 1 / 0
setup endpoints to repair: 182 / 6
pin swaps: 3 / 2
gates cloned: 0 / 0
hold endpoints to repair: 49 / 49
No activity file was given, so power comes from the tool's default toggle rates.
